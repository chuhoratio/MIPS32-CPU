### flow/config.mk
export PLATFORM = sky130hd
export DESIGN_NAME = MemoryNew
export DESIGN_NICKNAME = MemoryNew
export VERILOG_FILES = /design/flow/design.v
export SDC_FILE = /design/flow/constraint.sdc
export NUM_CORES = 4
export LEC_CHECK = 1
export CORE_AREA = 10 10 224 224
export DIE_AREA = 0 0 234 234
### flow/constraint.sdc
current_design MemoryNew

set clk_period 6.1
set clk_io_pct 0.2

create_clock -name clk0 -period $clk_period [get_ports {clk}]

set non_clock_inputs [all_inputs -no_clocks]
set_input_delay [expr $clk_period * $clk_io_pct] -clock clk0 $non_clock_inputs
set_output_delay [expr $clk_period * $clk_io_pct] -clock clk0 [all_outputs]
### flow/design.v
`timescale 1ns / 1ps
module MemoryNew(
    input wire clk,
    input wire rst,
    input wire run_ctrl,
    input wire debug,
    output wire CPUclk,
    input wire[31:0] SW,
    output wire[15:0] LEDOut,
    input wire[31:0] InstAddress,
    output wire[31:0] InstInput,
    input wire MemReadEN,
    input wire MemWriteEN,
    input wire[1:0] MemReadSelect,
    input wire MemWriteSelect,
    input wire[31:0] MemAddress,
    input wire[31:0] MemWriteData,
    output wire[31:0] MemReadData,
    output wire uart_rdn,
    output wire uart_wrn,
    input wire uart_dataready,
    input wire uart_tbre,
    input wire uart_tsre,
    inout wire[31:0] ram_data,
    output wire[19:0] ram_addr,
    output wire ram_CE,
    output wire ram_OE,
    output wire ram_WE,
    output wire[3:0] ram_BE,
    inout wire[31:0] ext_ram_data,
    output wire[19:0] ext_ram_addr,
    output wire ext_ram_CE,
    output wire ext_ram_OE,
    output wire ext_ram_WE,
    output wire[3:0] ext_ram_BE,
    output reg[15:0] vga_addr,
    output reg[7:0] vga_data
    );
initial begin
    vga_addr <= 0;
    vga_data <= 0;
end
reg[1:0] run_state;
reg[31:0] in_data;
wire[31:0] out_data;
reg[19:0] in_addr;
wire uart_r_ok,uart_w_ok;
reg[2:0] state;
initial begin
    state<=0;
end
reg[31:0] BufferData1;
reg[31:0] BufferData2;
assign InstInput=BufferData1;
assign MemReadData=BufferData2;
reg[3:0] BE;
assign ram_BE=BE;
assign ext_ram_BE=BE;
assign CPUclk = (state == 0);
reg uartEN;
reg[6:0] uartTimer;
initial begin
    uartEN <= 1;
    uartTimer <= 0;
end
assign LEDOut= (SW==0) ? BufferData2[15:0]:
               (SW==1) ? BufferData2[31:16]:
               (SW==2) ? MemAddress[15:0]:
               (SW==3) ? MemAddress[31:16]:
               (SW==4) ? {debug,run_ctrl,run_state,CPUclk,state}:
               (SW==5) ? {uartEN,uartTimer}:
               0;
reg OE1, WE1;
reg OE2, WE2;
reg wrn, rdn;
initial begin
    OE1 <= 1;
    WE1 <= 1;
    OE2 <= 1;
    WE2 <= 1;
    wrn <= 1;
    rdn <= 1;
end
assign ram_CE=(state[0] == state[1]) ? InstAddress[22] : MemAddress[22];
assign ram_OE=OE1;
assign ram_WE=WE1;
assign ext_ram_CE=(state[0] == state[1]) ? (!InstAddress[22]) : (!MemAddress[22]);
assign ext_ram_OE=OE2;
assign ext_ram_WE=WE2;
assign uart_wrn=wrn;
assign uart_rdn=rdn;
reg[31:0] WriteData;
reg[31:0] RamReadData;
reg[31:0] ext_RamReadData;
always@(*) begin
    if (((state == 1) | (state == 2)) & MemWriteSelect) begin
        case (MemAddress[1:0])
            0:begin
                WriteData <= {24'h0,MemWriteData[7:0]};
                BE <= 4'b1110;
            end
            1:begin
                WriteData <= {16'h0,MemWriteData[7:0],8'h0};
                BE <= 4'b1101;
            end
            2:begin
                WriteData <= {8'h0,MemWriteData[7:0],16'h0};
                BE <= 4'b1011;
            end
            3:begin
                WriteData <= {MemWriteData[7:0],24'h0};
                BE <= 4'b0111;
            end
        endcase
    end else begin
        WriteData <= MemWriteData;
        BE <= 0;
    end
end
assign ram_data=((state[0] == state[1]) | MemReadEN)?32'bz:WriteData;
assign ext_ram_data=((state[0] == state[1]) | MemReadEN)?32'bz:WriteData;
assign ram_addr=(state[0] == state[1]) ? InstAddress[21:2] : MemAddress[21:2];
assign ext_ram_addr=(state[0] == state[1]) ? InstAddress[21:2] : MemAddress[21:2];
always@(*) begin
    if (state == 2) begin
        if (MemReadSelect == 0) begin
            RamReadData <= ram_data;
            ext_RamReadData <= ext_ram_data;
        end else begin
            case (MemAddress[1:0])
                0:begin
                    RamReadData <= MemReadSelect[0] ? $signed(ram_data[7:0]) : ram_data[7:0];
                    ext_RamReadData <= MemReadSelect[0] ? $signed(ext_ram_data[7:0]) : ext_ram_data[7:0];
                end
                1:begin
                    RamReadData <= MemReadSelect[0] ? $signed(ram_data[15:8]) : ram_data[15:8];
                    ext_RamReadData <= MemReadSelect[0] ? $signed(ext_ram_data[15:8]) : ext_ram_data[15:8];
                end
                2:begin
                    RamReadData <= MemReadSelect[0] ? $signed(ram_data[23:16]) : ram_data[23:16];
                    ext_RamReadData <= MemReadSelect[0] ? $signed(ext_ram_data[23:16]) : ext_ram_data[23:16];
                end
                3:begin
                    RamReadData <= MemReadSelect[0] ? $signed(ram_data[31:24]) : ram_data[31:24];
                    ext_RamReadData <= MemReadSelect[0] ? $signed(ext_ram_data[31:24]) : ext_ram_data[31:24];
                end
            endcase
        end
    end
end
always@(posedge clk or posedge rst) begin
    if (rst == 1) begin
        state <= 0;
        run_state <= 0;
        uartEN <= 1;
        uartTimer <= 0;
    end else begin
        case (state)
            0:begin  
                OE1<=1; WE1<=1;
                OE2<=1; WE2<=1;
                wrn<=1; rdn<=1;
                if (uartTimer == 0) begin
                   uartEN <= 1;
                end else begin
                   uartTimer <= uartTimer - 1;
                end
                if (!debug) begin
                    if (MemReadEN | MemWriteEN) begin
                        state <= 1;
                    end else begin
                        state <= 3;
                    end
                end else begin
                    if (run_state==0) begin
                        if (run_ctrl) begin
                            run_state <= 1;
                            if (MemReadEN | MemWriteEN) begin
                                state <= 1;
                            end else begin
                                state <= 3;
                            end
                        end
                    end else if (run_state==1) begin
                        if (!run_ctrl) begin
                            run_state<=0;
                        end
                    end
                end
            end
            1:begin  
                if ((MemAddress == 32'hBFD003F8) & uartEN) begin
                    uartEN <= 0;
                    uartTimer <= 20;
                end
                if (MemAddress[31:16] == 16'hBF41) begin
                    if (MemWriteEN) begin
                        vga_addr <= MemAddress[15:0] - 16'h0320;
                        vga_data <= MemWriteData[7:0];
                    end
                    state <= 3;
                end else begin
                    if (MemReadEN) begin
                        case (MemAddress)
                            32'hBFD003F8:begin
                                rdn <= 0;
                                state <= 2;
                            end
                            32'hBFD003FC:begin
                                BufferData2 <= {30'b0,uart_dataready  ,uart_tsre & uart_tbre  };
                                state <= 3;
                            end
                            default:begin
                                if (MemAddress[22]) begin
                                    OE2 <= 0;
                                end else begin
                                    OE1 <= 0;
                                end
                                state <= 2;
                            end
                        endcase
                    end
                    if (MemWriteEN) begin
                        case (MemAddress)
                            32'hBFD003F8:begin
                                wrn <= 0;
                                state <= 2;
                            end
                            32'hBFD003FC:begin
                                state <= 3;
                            end
                            default:begin
                                if (MemAddress[22]) begin
                                    WE2 <= 0;
                                end else begin
                                    WE1 <= 0;
                                end
                                state <= 2;
                            end
                        endcase
                    end
                end
            end
            2:begin  
                OE1<=1; WE1<=1;
                OE2<=1; WE2<=1;
                wrn<=1; rdn<=1;
                if (MemReadEN) begin
                    case (MemAddress)
                        32'hBFD003F8:begin
                            BufferData2 <= ram_data[7:0];
                            state <= 3;
                        end
                        32'hBFD003FC:begin
                            BufferData2 <= {30'b0,uart_dataready,uart_tsre & uart_tbre};
                            state <= 3;
                        end
                        default:begin
                            if (MemAddress[22]) begin
                                BufferData2 <= ext_RamReadData;
                            end else begin
                                BufferData2 <= RamReadData;
                            end
                            state <= 3;
                        end
                    endcase
                end else begin
                    state <= 3;
                end
            end
            3:begin  
                if (InstAddress[22]) begin
                    OE2 <= 0;
                end else begin
                    OE1 <= 0;
                end
                state <= 4;
            end
            4:begin  
                if (InstAddress[22]) begin
                    BufferData1 <= ext_ram_data;
                end else begin
                    BufferData1 <= ram_data;
                end
                state <= 0;
            end
            default:begin
                state <= 0;
            end
        endcase
    end
end
endmodule
### flow/run.sh
#!/bin/bash
# OpenROAD 26Q1-2900-gdf79404cd8, Yosys 0.63+post, stock flow scripts
make -C /OpenROAD-flow-scripts/flow DESIGN_CONFIG=/design/flow/config.mk WORK_HOME=/design/flow/orfs finish
==> flow_metrics.env <==
# yosys + openroad results
export IMPL_edf_count=94
export IMPL_htreeDepth=3
export IMPL_die_w_um=234
export IMPL_ios=365
export IMPL_stop_stage="clock tree synthesis"
export IMPL_pre_cts_ws_ps=1001
export IMPL_dp_cells=1529
export IMPL_error="[error] [KeplerFormal.cpp:679] Workflow failed: Iso has multiple drivers: .ext_ram_data1, _0775_.X0"
export IMPL_std_cell_rows=78
export IMPL_die_h_um=234
export IMPL_async_flop_share_pct=8.696
export IMPL_ys_flop_type="edfxtp_1"
export IMPL_syn_avg_cell_area_sq_um=10.30
export IMPL_ys_sh_simple_pct=17.98
export IMPL_cts_max_path_buffers=2
export IMPL_synth_flop_count=138
export IMPL_unclocked_pins=32
export IMPL_syn_inst=712
export IMPL_status="stopped before the end"
export IMPL_synth_top_area_share_pct=38.48
export IMPL_synth_logic_top_family="simple AND/OR/NAND/NOR gates"
export IMPL_yosysWarnings=3
export IMPL_post_cts_resized=0
export IMPL_dp_hpwl_um=29150
export IMPL_top_cells_by_count="edfxtp_1 (94), nand2_1 (58), buf_4 (56)"
export IMPL_post_cts_buffers=0
export IMPL_post_synth_top_count_cell="edfxtp_1"
export IMPL_yosysUniqueCellTypes=62
export IMPL_synth_xor_area_share_pct=1.075
export IMPL_area_leaders="edfxtp_1 (38%), dlxtp_1 (6.5%), buf_4 (5.7%)"
export IMPL_yosys_stat_cells=712
export IMPL_yosys_area_sq_um=7336
export IMPL_cts_buffers=9
export IMPL_gp_congestion=0.8769
export IMPL_syn_area_sq_um=7336
export IMPL_hold_buffers=0
export IMPL_untimed_endpoints=32
export IMPL_ys_sh_mux_pct=10.30
export IMPL_ys_sh_adder_pct=1.194
export IMPL_synthAoiAreaFrac_pct=10.11
export IMPL_initCoreUtil_pct=16.20
export IMPL_clock_root_buffer="clkbuf_16"
export IMPL_top_area_cell="edfxtp_1"
export IMPL_numPortBuffers=289
-- kinds of logic after synthesis --
group,Yosys count
compound gates,114
flops,106
fa+ha+maj,7
xor+xnor,9
mux,60
buf+inv,141
simple gates,243
latches,32
-- through the flow --
stage          instance area, sq um  hold WS, ps
2_1_floorplan                  7336        481.0
3_3_place_gp                  10600        520.2
3_5_place_dp                  10600        525.6
