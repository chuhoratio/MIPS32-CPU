===== design/flow/run.sh =====
#!/bin/bash
# OpenROAD 26Q1-2900-gdf79404cd8, Yosys 0.63+post, stock flow scripts
make -C /OpenROAD-flow-scripts/flow DESIGN_CONFIG=/design/flow/config.mk WORK_HOME=/design/flow/orfs finish

===== design/flow/constraint.sdc =====
current_design VGAAdapter

set clk_period 33.2
set clk_io_pct 0.2

create_clock -name clk0 -period $clk_period [get_ports {clk}]

set non_clock_inputs [all_inputs -no_clocks]
set_input_delay [expr $clk_period * $clk_io_pct] -clock clk0 $non_clock_inputs
set_output_delay [expr $clk_period * $clk_io_pct] -clock clk0 [all_outputs]

===== design/flow/config.mk =====
export PLATFORM = sky130hd
export DESIGN_NAME = VGAAdapter
export DESIGN_NICKNAME = VGAAdapter
export VERILOG_FILES = /design/flow/design.v
export SDC_FILE = /design/flow/constraint.sdc
export NUM_CORES = 4
export LEC_CHECK = 1
export CORE_UTILIZATION = 40

===== design/flow/design.v =====
`timescale 1ns / 1ps
module VGAAdapter(
    input wire clk,
    input wire rst,
    input wire[15:0] addr,
    input wire[7:0] in_char,
    input wire[7:0] row,
    input wire[6:0] col,
    output wire[3:0] out_char
    );
parameter n=400;
parameter c=20;
reg [7:0] RegChar [0:n-1];
integer i;
always@(posedge clk or posedge rst) begin
    if (rst) begin
        for (i=0; i<n; i=i+1) begin
            RegChar[i] <= 0;
        end
    end else begin
        if (addr < n) begin
            RegChar[addr] <= in_char;
        end
    end
end
assign out_char=((row < c) & (col < c)) ? RegChar[row * c + col] : 0;
endmodule

==> results.txt <==
This note records the results obtained with Yosys and OpenROAD.

Placed design
During placement, the flow inserted port buffers numbering 40. The routability-driven placement congestion ratio is 1.24. Once placement completed, the tool counted placed cells totaling 9337.

The wire-length estimate of the detail-placed layout is 426000 um. The minimum setup slack after placement is 10.99 ns. The area of placed instances is 0.0846 sq mm.

Synthesis
The synthesized netlist contains 84 unique library cells. Of all cell types, the one taking the most synthesized area is sky130_fd_sc_hd__dfrtp_1. Of all flip-flops after synthesis, the portion carrying an async set or reset was 100%. The number of warnings printed during yosys synthesis is 2. Yosys attributes the largest share of cell area to sky130_fd_sc_hd__dfrtp_1 (51%), sky130_fd_sc_hd__mux2_2 (23%), sky130_fd_sc_hd__a22oi_1 (2.4%). The per-instance average area after synthesis is 11.5 sq um. Sequential cells were found to cover 51.2% of the synthesized design area. The cell count after synthesis is 6787. The summed standard-cell area reported by yosys is 0.0782 sq mm. In this run, synthesis inferred 0 flip-flops with an integrated enable. The post-synthesis cell count from yosys is 6787. The synthesized netlist occupies a cell area of 0.0782 sq mm. The share of synthesized area in the top cell type comes to 51.2%. The dominant synthesized flop cell is sky130_fd_sc_hd__dfrtp_1. The post-synth register bit count is 1600.

Clock network
Hold repair after CTS inserted 0 buffers. The number of CTS-inserted buffers is 181. The post-cts sizing count is 0. Looking at the clock tree report, the H-tree level count equals 4.

The clock tree root buffer cell is sky130_fd_sc_hd__clkbuf_16. Buffers added to address setup during post-CTS repair amount to 0. The insertion delay of the later-clocked pin in the worst-skew pair is 0.85 ns. TritonCTS reports the number of clock sinks as 1600. No sink is reached through more buffers than the 3 on the longest clock path.

TritonCTS built the clock tree. The clock slew at the register clock pins of the worst setup and hold paths is 0.06 ns.

Timing
Setup total negative slack on the finished layout was measured at 0 ns. The number of failing hold endpoints at the final stage is 0. The worst hold slack is 0.498 ns. The fraction of the cycle the final worst path needs is 69.4%.

The post-route minimum period is 23.04 ns. For reference, the final report shows the max-slew violation count at 16. Setup violations remaining at the end of the flow were counted as 0.

The flow reports an fmax of 0.0434 GHz. Setup repair after global routing left no endpoint under its margin. The post-layout worst setup margin is 10.16 ns. The relative slew slack is -15.5%. The slew at the pin closest to its max-slew limit is 1.73 ns. The final clock skew is 0 ns.

Worst setup path
The register-to-register setup slack is 31.89 ns. The dominant cell type by count on the critical path is sky130_fd_sc_hd__buf_4. The critical path is of the primary input to output pin type.

The critical register-to-register path endpoint is RegChar[140][0]. OpenSTA lists the critical path endpoint as out_char[1]. The largest stage delay on the critical path is 1.04 ns.

The slowest cell on the critical path is sky130_fd_sc_hd__nand4_1. The kind of start point of the critical path is a primary input. Max fanout on the critical path was recorded as 38. The capturing element type of the critical path is an output pin. Walking the worst path, the cells encountered are clkdlybuf4s50_1, ha_1, ha_1, ha_1, or2_2, a31oi_1, nor2_2, xor2_4, buf_4, buf_4, buf_4, buf_4, buf_4, nor3_1, a311oi_1, nand4_1, or4_1, nor4_1, and4_1, a21oi_1, clkdlybuf4s50_1. The launch point of the worst register-to-register path is recorded as RegChar[140][0]. The required time reported for the critical path endpoint is 26.56 ns. Data on the critical path arrives at its endpoint at 16.40 ns. The cell count of the worst reg-to-reg path is 1. The launch point of the critical path was reported as row[1].

Global route
The number of antenna violations at the first check in global routing is 118. The number of global-route vias before repair is 71100. The overall routing resource usage is 63.0%.

The pin count of the biggest net entering global routing is 127. The wire length of the first global-routing pass is 761000 um. The global route stage reports its total congestion overflow as 0.

Final layout
The area added between synthesis and finish is 16.6%. The filler cell count in the final layout is 17300. For this run, the share of the core covered by cells in the final layout is 47.1%. Of the cells placed in the final design, the portion with a size suffix greater than 1 is 37.1%. The final report lists a non-filler cell total of 9877. The combined area of the multi-input logic cells is 0.0364 sq mm.

The area of all sequential standard cells is 0.0400 sq mm. The register with the most flip-flops in the layout has 1600 of them. The total non-filler cell area in the finished layout is 0.0912 sq mm. More flip-flops sit in one register than any other, and that register is RegChar. The registers reported with the highest flop counts are RegChar (1600).

Detailed routing
TritonRoute output was used to compute an average wire per cell of 60.6 um. After detailed routing, the number of vias per cell comes to 7.79. In this run, the number of DRC markers left after iteration 0 of detailed routing was 10900. The via total after detailed routing is 76900. The routed wire length is 598000 um.

The remaining number of nets flagged by the antenna check after routing is 0. The script parses the final routing iteration and logs DRC violations as 0. The total iterations of the first detailed-routing run is 7.

Die
Pin placement for this block handled 45 I/O pins. The die boundary height is 444 um. Before placement the cells fill 40.4% of the core. The number of cell rows is 161. The die span in x is 444 um. The area enclosed by the die boundary is 0.197 sq mm. After floorplanning, the core was sized to cover 0.193 sq mm.

Outcome
The run finished, with violations left. The checks that failed: max-capacitance violations, max-slew violations.

Job
The max-capacitance violation count is 4. In this run the tools logged warnings totalling 67.

Power
The report lists the power per cell area as 61.2 mW/mm^2. The leakage power is 41.4 nW. The worst-case vdd ir drop is 0.0506 mV. The total power of the final layout is 5.58 mW.

Min path
The worst min-delay path class is flip-flop to flip-flop. In the hold timing report, the worst path depth is 1.
[worst max-delay path, delay by kind of cell]
family	cells	cell delay [ns]
AOI/OAI and AO/OA	3	0.54
xor gates and xnor gates	1	0.17
adders and majority gates	3	1.30
buffers and inverters	7	3.56
and+or+nand+nor	7	4.01
[placed cells by master, fill, tap and decap left out, types with 23 or more instances in the layout]
| cell type | n |
|---|---|
| sky130_fd_sc_hd__nand2_1 | 461 |
| sky130_fd_sc_hd__a21oi_1 | 172 |
| sky130_fd_sc_hd__clkinv_2 | 43 |
| sky130_fd_sc_hd__and3_1 | 37 |
| sky130_fd_sc_hd__mux2_2 | 1600 |
| sky130_fd_sc_hd__nand3_1 | 286 |
| sky130_fd_sc_hd__nor3_1 | 114 |
| sky130_fd_sc_hd__clkbuf_1 | 36 |
| sky130_fd_sc_hd__clkbuf_8 | 43 |
| sky130_fd_sc_hd__clkbuf_16 | 186 |
| sky130_fd_sc_hd__o21ai_0 | 121 |
| sky130_fd_sc_hd__nor4_1 | 57 |
| sky130_fd_sc_hd__o22ai_1 | 84 |
| sky130_fd_sc_hd__o211ai_1 | 27 |
| sky130_fd_sc_hd__nor2_1 | 291 |
| sky130_fd_sc_hd__a211oi_1 | 23 |
| sky130_fd_sc_hd__a32oi_1 | 99 |
| sky130_fd_sc_hd__a22oi_1 | 247 |
| sky130_fd_sc_hd__nor2_4 | 30 |
| sky130_fd_sc_hd__a31oi_1 | 102 |
| sky130_fd_sc_hd__diode_2 | 208 |
| sky130_fd_sc_hd__a311oi_1 | 28 |
| sky130_fd_sc_hd__buf_4 | 577 |
| sky130_fd_sc_hd__clkdlybuf4s50_1 | 36 |
| sky130_fd_sc_hd__a221oi_1 | 34 |
| sky130_fd_sc_hd__a32o_1 | 27 |
| sky130_fd_sc_hd__a222oi_1 | 36 |
| sky130_fd_sc_hd__nand4_1 | 204 |
| sky130_fd_sc_hd__a22o_1 | 86 |
| sky130_fd_sc_hd__dfrtp_1 | 1600 |
| sky130_fd_sc_hd__nor2_2 | 44 |
[final cells by class]
type | instances | area share (%)
Antenna cell | 208 | 0.571
Clock buffer | 265 | 5.90
Clock inverter | 65 | 0.736
Inverter | 8 | 0.0371
Multi-Input combinational cell | 4575 | 39.9
Sequential cell | 1600 | 43.9
Tap cell | 2526 | 3.47
Timing Repair Buffer | 630 | 5.47
[Yosys cell counts, types with 12 or more instances]
cell and n:
sky130_fd_sc_hd__a211oi_1 25, sky130_fd_sc_hd__a32oi_1 99, sky130_fd_sc_hd__a22oi_1 248, sky130_fd_sc_hd__nor2_1 359
sky130_fd_sc_hd__a311oi_1 29, sky130_fd_sc_hd__o2111ai_1 14, sky130_fd_sc_hd__nand2_1 472, sky130_fd_sc_hd__or3_1 19
sky130_fd_sc_hd__or4_1 14, sky130_fd_sc_hd__and3_1 37, sky130_fd_sc_hd__o211ai_1 27, sky130_fd_sc_hd__clkbuf_1 443
sky130_fd_sc_hd__a2111oi_0 13, sky130_fd_sc_hd__nand2b_1 14, sky130_fd_sc_hd__o21ai_0 125, sky130_fd_sc_hd__mux2i_1 22
sky130_fd_sc_hd__o22ai_1 84, sky130_fd_sc_hd__mux2_2 1600, sky130_fd_sc_hd__a31oi_1 102, sky130_fd_sc_hd__nor4_1 69
sky130_fd_sc_hd__nor3_1 135, sky130_fd_sc_hd__and4_1 12, sky130_fd_sc_hd__a222oi_1 36, sky130_fd_sc_hd__buf_2 72
sky130_fd_sc_hd__o32ai_1 12, sky130_fd_sc_hd__a21oi_1 176, sky130_fd_sc_hd__nand3_1 288, sky130_fd_sc_hd__buf_1 82
sky130_fd_sc_hd__a22o_1 86, sky130_fd_sc_hd__a32o_1 27, sky130_fd_sc_hd__dfrtp_1 1600, sky130_fd_sc_hd__nand4_1 204
sky130_fd_sc_hd__ha_1 13, sky130_fd_sc_hd__a221oi_1 34
[kinds of logic after synthesis]
kind of cell | Yosys count | synth area share (%)
and+or+nand+nor | 1670 | 10.2
muxes | 1625 | 23.4
DFF | 1600 | 51.2
AOI/OAI and AO/OA | 1249 | 11.6
buffers and inverters | 612 | 3.10
adders and majority gates | 16 | 0.272
xor gates and xnor gates | 15 | 0.206
[power breakdown]
group	leakage [nW]	internal, mW	switching, mW
clock network	3.01	1.20	0.906
registers	22.4	1.95	0.00103
logic	16.1	0.231	1.29
total	41.4	3.38	2.20
[metal layers]
| metal | part of all wire, % | track usage (%) | vias to the layer above | wire length (um) |
|---|---|---|---|---|
| met3 | 19 | 51.9 | 2956 | 115000 |
| li1 | - | - | 26400 | - |
| met4 | 12 | 56.7 | 127 | 73900 |
| met1 | 32 | 66.3 | 39100 | 189000 |
| met5 | 1.2 | 39.5 | - | 7100 |
| met2 | 36 | 73.1 | 8388 | 214000 |
[worst min path at each step]
stage          startpoint               to
4_1_cts   RegChar[196][3]  RegChar[196][3]
5_1_grt   RegChar[116][3]  RegChar[116][3]
6_report  RegChar[196][3]  RegChar[196][3]
No activity file was given, so power comes from the tool's default toggle rates.
